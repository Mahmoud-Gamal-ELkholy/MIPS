$ cat flow/run.sh
#!/bin/bash
# OpenROAD 26Q1-2900-gdf79404cd8, Yosys 0.63+post, stock flow scripts
make -C /OpenROAD-flow-scripts/flow DESIGN_CONFIG=/design/flow/config.mk WORK_HOME=/design/flow/orfs finish
$ cat flow/config.mk
export PLATFORM = sky130hd
export DESIGN_NAME = controller
export DESIGN_NICKNAME = controller
export VERILOG_FILES = /design/flow/design.v
export SDC_FILE = /design/flow/constraint.sdc
export NUM_CORES = 4
export LEC_CHECK = 1
export CORE_AREA = 10 10 70 70
export DIE_AREA = 0 0 80 80
$ cat flow/constraint.sdc
current_design controller

set clk_period 2.5
set clk_io_pct 0.2

create_clock -name clk0 -period $clk_period

set non_clock_inputs [all_inputs -no_clocks]
set_input_delay [expr $clk_period * $clk_io_pct] -clock clk0 $non_clock_inputs
set_output_delay [expr $clk_period * $clk_io_pct] -clock clk0 [all_outputs]
$ cat flow/design.v
module ALU_DEC(
    input [1:0] ALUop ,
    input [5:0] Funct ,
    output reg [2:0]ALU_ctrl
      );
always @*
  begin
    case (ALUop)
     2'b00 : ALU_ctrl = 3'b010 ;
     2'b01 : ALU_ctrl = 3'b110 ;
     default : case (Funct)
                 6'b100000 : ALU_ctrl = 3'b010 ;    
                 6'b100010 : ALU_ctrl = 3'b110 ;    
                 6'b100100 : ALU_ctrl = 3'b000 ;    
                 6'b100101 : ALU_ctrl = 3'b001 ;    
                 6'b101010 : ALU_ctrl = 3'b111 ;    
                 default   : ALU_ctrl = 3'bxxx ; 
               endcase          
    endcase
end
endmodule
module Main_decoder(
  input [5:0] opcode ,
  output reg [1:0]ALUop ,
  output reg MemtoReg , MemWrite , Branch , ALUSrc , 
         RegDst , RegWrite , Jump
    );
always @*
begin
case(opcode)
  6'b000000 : begin              
              MemtoReg = 1'b0 ;
              MemWrite = 1'b0 ;  
              Branch = 1'b0 ;
              ALUSrc = 1'b0 ; 
              RegDst = 1'b1 ;
              RegWrite = 1'b1 ;
              ALUop = 2'b10 ;
              Jump = 0;
              end
  6'b100011 : begin             
              MemtoReg = 1'b1 ; 
              MemWrite = 1'b0 ; 
              Branch = 1'b0 ;   
              ALUSrc = 1'b1 ;   
              RegDst = 1'b0 ;   
              RegWrite = 1'b1 ; 
              ALUop = 2'b00 ;   
              Jump = 0;
              end               
 6'b101011 : begin             
              MemtoReg = 1'bx ; 
              MemWrite = 1'b1 ; 
              Branch = 1'b0 ;   
              ALUSrc = 1'b1 ;   
              RegDst = 1'bx ;   
              RegWrite = 1'b0 ; 
              ALUop = 2'b00 ;   
              Jump = 0;
              end    
 6'b000100 : begin             
              MemtoReg = 1'bx ; 
              MemWrite = 1'b0 ; 
              Branch = 1'b1 ;   
              ALUSrc = 1'b0 ;   
              RegDst = 1'bx ;   
              RegWrite = 1'b0; 
              ALUop = 2'b01 ;   
              Jump = 0 ;
              end       
6'b001000 : begin             
              MemtoReg = 1'b0 ; 
              MemWrite = 1'b0 ; 
              Branch = 1'b0 ;   
              ALUSrc = 1'b1 ;   
              RegDst = 1'b0 ;   
              RegWrite = 1'b1; 
              ALUop = 2'b00 ;   
              Jump = 0 ;
              end                        
6'b000010 : begin             
              MemtoReg = 1'bx ; 
              MemWrite = 1'b0 ; 
              Branch = 1'bx ;   
              ALUSrc = 1'bx ;   
              RegDst = 1'bx ;   
              RegWrite = 1'b0; 
              ALUop = 2'bxx ;   
              Jump = 1 ;
              end    endcase
end
endmodule
module controller(
   input [5:0] op , Funct,
   output MemtoReg , MemWrite , Branch , ALUSrc , RegDst , RegWrite , Jump ,
   output [2:0] ALU_ctrl 
      );
wire [1:0]ALUop ;
Main_decoder main_decoder(.opcode(op),
                          .ALUop(ALUop),
                          .MemtoReg(MemtoReg) , 
                          .MemWrite(MemWrite) , 
                          .Branch(Branch) , 
                          .ALUSrc(ALUSrc) , 
                          .RegDst(RegDst) , 
                          .RegWrite(RegWrite) , 
                          .Jump(Jump) );   
ALU_DEC  alu_dec (.ALUop(ALUop),
                  .Funct(Funct),
                  .ALU_ctrl(ALU_ctrl));
endmodule
==> results.yml <==
# yosys + openroad results
synthesis:
  edf_count: 0
  synth_cell_types: 24
  ys.flops: 8
  syn-instance-count: 45
  synth_area_um2: 343
  yosysTopAreaCellShare: 0.350
  ys_cells: 45
  synth_area_leader_cell: "dlxtn_1"
  yosys_area_um2: 343
  synth_area_per_cell_um2: 7.62
  top_cells_by_area: "dlxtn_1 (35%), nor2_1 (6.6%), o21bai_1 (6.6%)"
  top_cells_by_count: "dlxtn_1 (8), nor2_1 (6)"
  yosysWarnings: 2
  synthFlopType: "dlxtn_1"
  yosysMostFrequentCell: "dlxtn_1"
  async_flop_share: 0
final_layout:
  instances_no_fill: 110
  postLayoutCellArea_um2: 612
  drive_above_1_share: 0.0313
  syn_to_final_growth_pct: 78.5
  nFillCells: 387
die:
  core_area_um2: 3420
  ioPinCount: 22
  chipWidth_um: 80
  initCoreUtil: 0.100
  rows: 21
  die_h_um: 80
  die_area_um2: 6400
route:
  dr.pass1.iters: 2
  wire_per_inst_um: 9.37
  ant_nets: 0
  dr_total_vias: 374
  drt_iter0_markers: 5
  via_per_inst: 3.40
  wirelength_um: 1030
  remaining_drc_errors: 0
  diodes: 0
worst_setup_path:
  worst_ep_required_time_ns: 2.00
  path_max_fanout: 3
  cp.arrival_ns: 1.83
  worstSetupStartpointType: "input port"
  slowest_delay_ns: 0.49
  crit_chain: "clkdlybuf4s50_1 -> nor3b_2 -> a32oi_1 -> nor2_1 -> clkdlybuf4s50_1"
  crit_top_cell: "clkdlybuf4s50_1"
  slowest_stage: "clkdlybuf4s50_1"
  endpoint_kind: "primary output"
  worstSetupPathType: "in2out"
power:
  ir_drop_mv: 0.0669
  combPwrFrac: 0.880
  leakagePower_uw: 0.000212
  internal_power_uw: 35.7
  pwr-share-seq: 0.120
  p_sw_uw: 21.8
  powerDensity_nw_per_um2: 93.9
  p_clk_frac: 0
  power_uw: 57.5
  sw_frac_of_total: 0.379
global_routing:
  gr-total-overflow: 0
  antenna_found_initial: 0
  grt_usage: 0.0316
  grt_pass1_wl_um: 1730
  grt_max_degree: 12
  grt_pass1_vias: 376
sta:
  rsz0062_at_grt: "no"
  untimed_endpoints: 15
  fmaxAchievable_mhz: 430
  slew-limit-headroom: 0.684
  setup_viol: 0
  worst_slack_ns: 0.174
  final.min_clock_period_ns: 2.33
  slew_viol_final: 0
  post-route-period-util: 0.930
  unclocked_regs: 8
  hold_viol: 0
  tightestPinTransition_ns: 0.473
  tns_ns: 0
placement:
  port-buffer-count: 22
  dp_hpwl_um: 871
  dpl_worst_slack_ns: 0.121
  dpl_cell_area_um2: 607
  place.gp.congestion: 0.819
  place_inst: 110
hold_path:
  holdPathEnd: "ALU_ctrl[0]"
  hold_path.startpoint: "Funct[5]"
  hold_depth: 4
  hp-class: "in2out"
flow_run:
  tool_warnings: 32
  drv_cap: 0
run_status:
  status: "complete, no violations"
worst max-delay path by stage:
stage            start          end  slack, ns  cells past startpoint
CTS           Funct[2]  ALU_ctrl[0]       0.12                      5
global route  Funct[1]  ALU_ctrl[0]       0.08                      5
finish        Funct[1]  ALU_ctrl[0]       0.17                      5
cell type report:
| class | instances | area (µm²) | share of cell area |
|---|---|---|---|
| Inverter | 1 | 3.75 | 0.00613 |
| Sequential cell | 8 | 120 | 0.196 |
| Timing Repair Buffer | 22 | 220 | 0.360 |
| Multi-Input combinational cell | 33 | 210 | 0.344 |
| Tap cell | 46 | 57.6 | 0.0941 |
layer usage:
| layer | wire [µm] | share of wire | global-route usage | up-vias |
|---|---|---|---|---|
| li1 | - | - | - | 200 |
| met1 | 572 | 0.55 | 0.0442 | 156 |
| met2 | 326 | 0.32 | 0.0474 | 18 |
| met3 | 132 | 0.13 | 0.0125 | 0 |
| met4 | 0 | 0 | 0 | 0 |
| met5 | 0 | 0 | 0 | - |
sequential cells by signal, summed over array words and instances (netlist names):
register,flops
main_decoder.MemtoReg,1
main_decoder.ALUSrc,1
main_decoder.Jump,1
main_decoder.RegDst,1
main_decoder.ALUop,2
main_decoder.RegWrite,1
main_decoder.MemWrite,1
layout by cell type (no fill, tap or decap):
| master | instances |
|---|---|
| nor2_1 | 6 |
| nand2_1 | 3 |
| and3_1 | 1 |
| nor3b_2 | 1 |
| a211o_1 | 1 |
| a211oi_1 | 1 |
| maj3_1 | 1 |
| inv_1 | 1 |
| nor3_1 | 3 |
| and2_1 | 1 |
| nor4_1 | 3 |
| nand4_1 | 1 |
| or2_0 | 1 |
| nand3_2 | 1 |
| clkdlybuf4s50_1 | 22 |
| dlxtn_1 | 8 |
| o21bai_1 | 3 |
| nand3b_1 | 1 |
| a32oi_1 | 1 |
| xnor2_1 | 1 |
| xor2_1 | 1 |
| nand2b_1 | 1 |
| o22ai_1 | 1 |
stage by stage:
stage          hold slack (ns)   util
6_report                  1.99  0.179
5_1_grt                   2.05  0.179
4_1_cts                   1.98  0.178
3_5_place_dp              1.97  0.178
3_3_place_gp              1.97  0.178
2_1_floorplan             1.07      -
critical path, delay by kind of cell:
family	cells	cell delay (ns)
simple gates	2	0.31
compound gates	1	0.07
buf+inv	2	0.94
cell families after synthesis:
kind of cell | Yosys count | synth area share
buf+inv | 4 | 0.0511
compound gates | 7 | 0.157
xor+xnor | 2 | 0.0511
latches | 8 | 0.350
simple gates | 23 | 0.361
fa+ha+maj | 1 | 0.0292
power by group through the flow:
stage	sequential (µW)	clock, µW	combinational, µW
4_1_cts	6.98	0	49.9
5_1_grt	7.23	0	55.8
6_report	6.88	0	50.6
repair_timing:
action	CTS	global route
buffers inserted	0	0
endpoints found under the setup margin	0	1
hold buffers	0	0
gates resized	0	1
endpoints found under the hold margin	0	0
Power is estimated from default activity; no workload was simulated.
