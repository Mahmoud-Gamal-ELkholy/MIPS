### /design/flow/run.sh
#!/bin/bash
# OpenROAD 26Q1-2900-gdf79404cd8, Yosys 0.63+post, stock flow scripts
make -C /OpenROAD-flow-scripts/flow DESIGN_CONFIG=/design/flow/config.mk WORK_HOME=/design/flow/orfs finish
### /design/flow/config.mk
export PLATFORM = sky130hd
export DESIGN_NAME = data_memory
export DESIGN_NICKNAME = data_memory
export VERILOG_FILES = /design/flow/design.v
export SDC_FILE = /design/flow/constraint.sdc
export NUM_CORES = 4
export LEC_CHECK = 1
export CORE_UTILIZATION = 40
### /design/flow/constraint.sdc
current_design data_memory

set clk_period 10.5
set clk_io_pct 0.2

create_clock -name clk0 -period $clk_period [get_ports {clk}]

set non_clock_inputs [all_inputs -no_clocks]
set_input_delay [expr $clk_period * $clk_io_pct] -clock clk0 $non_clock_inputs
set_output_delay [expr $clk_period * $clk_io_pct] -clock clk0 [all_outputs]
### /design/flow/design.v
module data_memory(
    input [31:0] A , WD,
    input WE ,  clk ,
    output [31:0]RD
       );
       reg [31:0] dmem [0 : 2**32 - 1];
always @ (posedge clk)
begin
 if (WE)
  dmem[A]<= WD ;
 end
assign RD = ~WE ? dmem[A] : 32'b0 ;
endmodule
==> flow_summary.json <==
{
  "status": "complete, no violations",
  "power_leakage_nw": 1.34,
  "finalHoldViolCount": 0,
  "dp_hpwl_um": 3200,
  "cts_setup_buffers": 0,
  "area_growth_pct": 49.0,
  "crit_required_ns": 8.40,
  "holdPathStages": 1,
  "ctsHoldBuffers": 0,
  "hold_path.class": "input pin to flop",
  "crit_chain": "clkdlybuf4s50_1 -> buf_4 -> nor2_1 -> clkdlybuf4s50_1",
  "synthArstFlopShare_pct": 0,
  "warning_count": 25,
  "common_cells": "edfxtp_1 (64), nor2_1 (33), mux2i_1 (32)",
  "holdPathEnd": "dmem[-1][18]$_DFFE_PP_",
  "io_pins": 98,
  "die_height_um": 81.9,
  "ir_drop_mv": 0.0915,
  "cts_resized": 0,
  "port_buffers": 97,
  "antenna_found_initial": 0,
  "grt_pass1_wl_um": 7160,
  "gr-usage-all-layers_pct": 15.5,
  "n_fill_cell": 446,
  "ys_cells": 160,
  "most_common_cell": "edfxtp_1",
  "grt_max_degree": 35,
  "cts_tree": "done",
  "cts_made_buffers": 9,
  "cts.path.max_buffers": 2,
  "yosys_area_um2": 2550,
  "layout-drive-gt1-share_pct": 7.81,
  "synth_cells": 160,
  "synth_area_um2": 2550,
  "worst_slew_pin_slew_ns": 0.548,
  "finalCritPeriodShare_pct": 52.7,
  "ys.flops": 64,
  "crit_buf_inv": 3,
  "worstHoldStart": "WD[18]",
  "vias": 1673,
  "die_area_um2": 6700,
  "path_common_cell": "clkdlybuf4s50_1",
  "drt_iter0_drc": 32,
  "root_buffer": "clkbuf_8",
  "diodes": 0,
  "end_kind": "output pin",
  "wire_per_inst_um": 14.1,
  "first_global_vias": 1701,
  "rsz0062_at_grt": "no",
  "ff_type": "edfxtp_1",
  "ant_nets": 0,
  "seqCellArea_um2": 1920,
  "crit_slowest_cell": "clkdlybuf4s50_1",
  "initial_core_util_pct": 42.4,
  "path_delay_family": "buffers and inverters",
  "rows": 28,
  "finalSetupTns_ns": 0,
  "drt-total-wl_um": 4840,
  "cp.arrival_ns": 3.43,
  "synth.avg_cell_area_um2": 16.0,
  "place.gp.congestion": 0.754,
  "grt-ovfl-total": 0,
  "setup_violations": 0,
  "enable_flop_cells": 64,
  "drc": 0,
  "dpl.cell_count": 328,
  "postSynthSeqShare_pct": 75.3,
  "path_clk_slew_ns": 0.06,
  "cap_viol_max_count": 0,
  "slew_viol_final": 0,
  "via_per_inst": 4.86,
  "cp-start-kind": "input pin",
  "fin_crit_ns": 5.53,
  "yosys.area.top_type_share_pct": 75.3,
  "die_w_um": 81.9,
  "max_slew_margin_pct": 63.4,
  "crit_path_max_incr_delay_ns": 0.46,
  "top_area_cell": "edfxtp_1",
  "dr.pass1.iters": 4,
  "synth_cell_type_count": 15,
  "logic_area_um2": 603,
  "power.density_nw_per_um2": 137,
  "clkSinkCount": 64,
  "final_cells": 344,
  "critPathMaxFanout": 34,
  "topCellsByArea": "edfxtp_1 (75%), mux2i_1 (13%), nor2_1 (4.9%), nand4_1 (2.2%), nor4_1 (1.5%)",
  "coreArea_um2": 6030,
  "ys.warnings.count": 1,
  "crit_type": "input pin to output pin",
  "htree_levels": 3,
  "max_freq_mhz": 181,
  "power_w": 0.000522
}
worst max path at each step:
stage / cells past startpoint / endpoint / start
CTS: 5 / RD[24] / A[0]
global route: 5 / RD[1] / A[0]
finish: 4 / RD[14] / WE
per-stage QoR:
stage                     util [%]  cell area, um^2  worst slack [ns]  hold slack, ns
after CTS                     63.1             3800              4.95            2.34
final                         63.1             3800              4.97            2.36
after global routing          63.1             3800              4.85            2.34
after floorplan                  -             2550              5.15            2.20
after global placement        60.0             3610              4.96            2.68
after detailed placement      60.0             3610              4.96            2.68
cell type report:
class,count,share of cell area [%]
repair buffers,101,26.2
flip-flops and latches,64,50.5
multi-input cells,88,15.9
clock inverters,6,1.58
clock buffers,10,3.36
well taps,75,2.47
power breakdown:
part | internal, W | switching [W] | total [W]
Clock | 0.000108 | 0.0000839 | 0.000192
Sequential | 0.000281 | 0.0000000000000205 | 0.000281
Combinational | 0.0000342 | 0.0000147 | 0.0000489
cell usage in the layout, fill, tap and decap left out:
cell             netlist  final
clkinv_1               0      1
nor3_2                 1      1
nor4b_1                1      1
buf_4                  1      4
clkinv_4               0      1
nor3_4                 0      1
or4_1                  2      2
mux2i_1               32     32
nor4_1                 6      6
edfxtp_1              64     64
clkinvlp_4             0      1
clkbuf_8               0      9
nand2_1                1      1
clkinv_2               0      2
clkbuf_1               3      1
bufinv_16              0      1
nand3_1                1      1
buf_2                  4      1
nand4_1                9      9
clkdlybuf4s50_1        0     96
nor2_1                33     33
or3_1                  1      1
registers in the layout, indices dropped and copies added, names as in the netlist:
register,flops
dmem[-1],32
dmem,32
per-layer routing:
metal	wire, um	GRT usage [%]
met5	0	0
met4	67	4.04
met3	642	5.75
met2	2280	24.5
met1	1850	21.8
logic make-up (layout without fill, tap and decap cells):
group	after synthesis	after routing	share of synthesized area (%)
buf+inv	8	117	1.52
flops	64	64	75.3
mux	32	32	12.5
simple gates	56	56	10.6
Power is estimated from default activity; no workload was simulated.
